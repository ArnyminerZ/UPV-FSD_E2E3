File: /design/flow/design.v
module binary_counter_tc (CLK, CLK_ENA, RSTn, Q, LOADn, P , TC);
	parameter MODULE = 12500000;  
	parameter WIDTH  = 24;  
	input 						CLK, CLK_ENA, RSTn, LOADn;
	input 		[WIDTH-1:0] P;
	output						TC;
	output reg 	[WIDTH-1:0] Q;
always @ (posedge CLK)
	begin
		if ( !RSTn )
				begin
							Q <= 0;
				end	
		else if ( !LOADn)
							Q <= P;
			else if ( CLK_ENA)
				if ( Q == MODULE-1)
					begin
							Q <= 0;
					end
				else
					begin							
							Q <= Q + 1;
					end				
	end
	assign TC = (Q ==(MODULE-1))? CLK_ENA: 0;
endmodule
module sem_clocks(CLK, CLK_ENA, RSTn, SEM_LOADn, SEM_P, CUENTA, TC);
   input CLK, CLK_ENA, RSTn, SEM_LOADn;
	input [5:0] SEM_P;
	wire CLK_4;
	output [5:0] CUENTA;
	output TC;
	binary_counter_tc #(
	    .MODULE(12500000),
		 .WIDTH(24)
	  )
	  DIVISOR(
	    .CLK(CLK),
		 .CLK_ENA(CLK_ENA),
		 .RSTn(RSTn),
		 .Q(),
		 .LOADn(1),
		 .P(),
		 .TC(CLK_4)
	  );
	binary_counter_tc #(
	    .MODULE(55),
		 .WIDTH(6)
	  )
	  SEMAFOROS(
	    .CLK(CLK),
		 .CLK_ENA(CLK_4),
		 .RSTn(RSTn),
		 .Q(CUENTA),
		 .LOADn(SEM_LOADn),
		 .P(SEM_P),
		 .TC(TC),
	  );
endmodule
module sem_compara(
    input CLK, CLK_ENA,
	input RSTn, SEM_LOADn,
	input [5:0] SEM_P,
	output reg Rcars,   
	output reg Gcars,   
	output reg Rpedes,  
	output reg Gpedes   
);
	wire TC_CUENTA;
	wire [5:0] CUENTA;
	sem_clocks CONTADOR(
	  .CLK(CLK),
	  .CLK_ENA(CLK_ENA),
	  .RSTn(RSTn),
	  .SEM_LOADn(SEM_LOADn),
	  .SEM_P(SEM_P),
	  .CUENTA(CUENTA),
	  .TC(TC_CUENTA)
	);
always @ (posedge CLK)
	begin
		if (CUENTA == 6'd30)
		  begin
		    Rcars <= 1;
			 Gcars <= 1;
		  end
		else if (CUENTA == 6'd35)
		  begin
		    Rcars <= 1;
			 Gcars <= 0;
			Rpedes <= 0;
			Gpedes <= 1;
		  end
		else if (TC_CUENTA)
		  begin
		    Rcars <= 0;
			Gcars <= 1;
			Rpedes <= 1;
			Gpedes <= 0;
		  end
	end
endmodule
File: /design/flow/config.mk
export PLATFORM = sky130hd
export DESIGN_NAME = sem_compara
export DESIGN_NICKNAME = sem_compara
export VERILOG_FILES = /design/flow/design.v
export SDC_FILE = /design/flow/constraint.sdc
export NUM_CORES = 4
export LEC_CHECK = 1
export CORE_UTILIZATION = 40
File: /design/flow/constraint.sdc
current_design sem_compara

set clk_period 2.1
set clk_io_pct 0.2

create_clock -name clk0 -period $clk_period [get_ports {CLK}]

set non_clock_inputs [all_inputs -no_clocks]
set_input_delay [expr $clk_period * $clk_io_pct] -clock clk0 $non_clock_inputs
set_output_delay [expr $clk_period * $clk_io_pct] -clock clk0 [all_outputs]
File: /design/flow/run.sh
#!/bin/bash
# OpenROAD 26Q1-2900-gdf79404cd8, Yosys 0.63+post, stock flow scripts
make -C /OpenROAD-flow-scripts/flow DESIGN_CONFIG=/design/flow/config.mk WORK_HOME=/design/flow/orfs finish
==> qor.txt <==
Synth mux share -> 1.90%
tool warning count -> 27
max incr delay on CP -> 490 ps
Die Y -> 64.9 um
Detail Route Antenna Nets -> 0
yosys xor share -> 11.6%
simple share -> 28.5%
max frequency -> 0.489 GHz
pin count of the biggest net entering global routing -> 24
Pwr Density -> 623 nW/um2
pre-CTS setup slack -> -421 ps
Tot GR Track Use -> 16.9%
flop2flop setup slack -> 50 ps
slowest library cell on the worst path -> or4b_4
FP Util -> 42.6%
final hold violation count -> 0
Mapped Cells -> 190
crit path kind -> reg -> reg
Sink Count -> 34
fin worst setup slack -> 54.2 ps
Min-Delay Path Depth -> 1
CP Max Fanout -> 8
CP Data Arrival Time -> 2260 ps
total power -> 1.26 mW
Synth async-reset ratio -> 0%
status -> completed
FP Rows -> 22
hold path endpoint -> Rcars
final wirelength -> 3050 um
Final Skew -> 7.46 ps
post-DP HPWL -> 2220 um
proportion of layout cells with a drive suffix above 1 -> 16.4%
hold_buf cts -> 0
flops & latches, synth -> 34
first-pass GRT wire length -> 5480 um
top comb family, area -> simple AND/OR/NAND/NOR gates
Setup crit end kind -> flop
final RePlAce weighted congestion -> 0.816
initial antenna violation count -> 0
main flop type after synthesis -> dfxtp_1
cells along the critical path -> ha_2, and4_4, nand4_1, or4_4, or4b_4, a31oi_1
Final min period -> 2050 ps
DR WL/cell -> 11.1 um
Chip Area, Yosys -> 1580 um2
Adder Share, Synth -> 2.37%
Skew-Pair Late Insertion Delay -> 280 ps
CTS buffer count -> 5
post-layout period usage -> 97.4%
max cap viols -> 0
LEAKAGE -> 0.703 nW
Hold Crit Class -> reg -> reg
global route total overflow -> 0
Worst-path clk slew -> 70 ps
PortBufs -> 13
IO Pins -> 14
via count -> 1376
maximum VDD drop -> 436 uV
WP buf/inv -> 0
synthesized area -> 1580 um2
Max clock buf depth -> 2
ant diodes -> 0
vias per cell -> 5.02
chip footprint -> 4210 um2
Distinct lib cells used -> 32
Max Slew Vio Count -> 0
worst r2r dst -> CONTADOR.SEMAFOROS.Q[5]
register share after synthesis -> 44.3%
number of global-route vias before repair -> 1274
HP Start -> Rcars
CTS Root Cell -> clkbuf_8
startpoint types -> flop
Syn-to-layout area delta -> 28.3%
WP data required -> 2310 ps
area fraction in compound gates -> 8.22%
initial drt markers -> 78
H-Tree Depth -> 2
most instantiated logic cells after routing -> 35 x nor2_1, 30 x dfxtp_1, 20 x buf_4
Slew headroom -> 77.2%
fin util -> 54.6%
Final setup viols -> 0
RSZ-0062 raised after global routing -> true
DRC errors left -> 0
per-instance average area after synthesis -> 8.33 um2
Post-synth EDFFs -> 2
delay-heaviest family, CP -> simple AND/OR/NAND/NOR gates
Crit Reg-Reg Startpoint -> CONTADOR.DIVISOR.Q[1]
most numerous logic cell after layout -> nor2_1
synth warn -> 4
CTS tree -> done
worst-margin pin slew -> 342 ps
TritonRoute pass-1 iters -> 4
cell count in the Yosys report -> 190
Die Width -> 64.9 um
Register-to-Register Path Depth -> 6
core box area -> 3720 um2
[layout make-up]
cell class,count,area [um2]
tap,48,60.1
inverter,7,26.3
sequential,34,703
timing repair buffer,34,299
fill,334,1690
clock buffer,7,86.3
multi-input combinational,143,851
clock inverter,1,5.00
[kinds of logic (layout without fill, tap and decap cells)]
kind of cell             Yosys count  after routing
AND/OR/NAND/NOR                   93             93
adder cells (fa/ha/maj)            3              3
AND-OR/OR-AND                     23             23
multiplexers                       3              3
XOR/XNOR                          21             21
flip-flops                        34             34
buffers and inverters             13             49
[registers in the layout, summed over array words and instances (netlist names)]
register              count
Rcars                     1
Gcars                     1
CONTADOR.SEMAFOROS.Q      6
CONTADOR.DIVISOR.Q       24
Gpedes                    1
Rpedes                    1
[repair_timing]
item | 4_1_cts | 5_1_grt
pin swaps | 7 | 3
resized | 2 | 4
endpoints found under the setup margin | 4 | 2
setup buffers | 0 | 0
[worst max-delay path by stage]
stage	from	end	slack [ps]	depth (start not counted)
finish	CONTADOR.DIVISOR.Q[1]	CONTADOR.SEMAFOROS.Q[5]	50	6
global route	CONTADOR.DIVISOR.Q[8]	CONTADOR.SEMAFOROS.Q[5]	-10	5
CTS	CONTADOR.DIVISOR.Q[1]	CONTADOR.SEMAFOROS.Q[5]	2	6
[metal layers]
metal | track usage [%] | share of wire (%)
met4 | 2.22 | 1.4
met5 | 0 | 0
met2 | 26.6 | 43
met1 | 24.9 | 52
met3 | 3.93 | 3.5
[synthesized netlist by cell type (2+ instances only)]
cell,instances,area share (%)
and3_1,3,1.2
inv_1,7,1.7
dfxtp_1,32,40
ha_1,3,2.4
nand3_1,9,2.8
mux2i_1,3,1.9
a31oi_1,5,2.0
nand2_1,17,4.0
a21oi_1,4,1.3
o21ai_0,11,3.5
or4_1,4,1.9
clkbuf_1,4,0.95
or3_1,2,0.79
xor2_1,5,2.8
nor3_1,7,2.2
nor2_1,35,8.3
nor4_1,3,1.2
edfxtp_1,2,3.8
nand4_1,6,2.4
xnor2_1,16,8.9
[stage by stage]
step | instance area (um2) | TNS [ps] | cells | hold WS (ps)
after floorplan | 1590 | 0 | 190 | 412
after global placement | 1920 | -5610 | 266 | 445
after detailed placement | 1920 | -6880 | 266 | 454
after CTS | 2020 | 0 | 274 | 468
after global routing | 2030 | -10.6 | 274 | 477
final | 2030 | 0 | 274 | 466
[power by group]
part / total (mW) / switching [mW] / internal [mW] / leakage (nW)
Combinational: 0.0918 / 0.0346 / 0.0572 / 0.375
Clock: 0.485 / 0.221 / 0.264 / 0.0482
Sequential: 0.688 / 0.0174 / 0.671 / 0.280
Power is estimated from default activity; no workload was simulated.
